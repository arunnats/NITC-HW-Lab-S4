==> flow/design.v <==
module registerQ5 #(parameter width = 64, depth = 32) (
	input [width - 1:0] write_data_1,
	write_data_2,
	input [5:0] write_port_1,
	write_port_2,
	read_port_1,
	read_port_2,
	read_port_3,
	read_port_4,
	input write_enable,
	read_enable,
	clk,
	reset,
	output reg [width - 1:0] read_data_1,
	read_data_2,
	read_data_3,
	read_data_4
); 
	reg [width - 1:0] register[0:depth - 1];
	integer i;
	initial 
		begin
		for(i = 0; i < depth; i = i + 1) 
			begin
				register[i] = 0;
			end
	end
	always@(posedge clk or posedge reset) 
		begin
			if(reset) 
				begin
					read_data_1 = 64'bx;
					read_data_2 = 64'bx;
					read_data_3 = 64'bx;
					read_data_4 = 64'bx;
					for(i = 0; i < depth; i = i + 1) 
						begin
							register[i]=0;
						end
				end
			else 
				begin
				if(write_enable && read_enable) 
					begin
						if(write_port_1 == write_port_2) 
							begin
								register[write_port_1] = write_data_1;
								read_data_1 = register[read_port_1];
								read_data_2 = register[read_port_2];
								read_data_3 = register[read_port_3];
								read_data_4 = register[read_port_4];
							end
						else 
							begin
								register[write_port_1] = write_data_1;
								register[write_port_2] = write_data_2;
								read_data_1 = register[read_port_1];
								read_data_2 = register[read_port_2];
								read_data_3 = register[read_port_3];
								read_data_4 = register[read_port_4];
							end
					end
				else if(write_enable) 
					begin
						if(write_port_1 == write_port_2) 
							begin
								register[write_port_1]=write_data_1;
							end
					else 
						begin
							register[write_port_1] = write_data_1;
							register[write_port_2] = write_data_2;
						end
					end
				else if(read_enable) 
					begin
						read_data_1 = register[read_port_1];
						read_data_2 = register[read_port_2];
						read_data_3 = register[read_port_3];
						read_data_4 = register[read_port_4];
					end
				end
		end
endmodule
module registerQ5_tb #(parameter width = 64);
	reg [width - 1:0]write_data_1, write_data_2;
	reg [5:0] write_port_1, write_port_2, read_port_1, read_port_2, read_port_3, read_port_4;
	reg write_enable, read_enable, clk, reset;
	wire [width - 1:0]read_data_1, read_data_2, read_data_3, read_data_4;
	registerQ5 instance1 (write_data_1, write_data_2, write_port_1, write_port_2, read_port_1, read_port_2, read_port_3, read_port_4, write_enable, read_enable, clk, reset, read_data_1, read_data_2, read_data_3, read_data_4);
	initial clk=1'b1;
	initial 
		begin
		 write_data_1 = 100;
		 write_data_2 = 75;
		 write_port_1 = 0;
		 write_port_2 = 1;
		 read_port_1 = 0;
		 read_port_2 = 1;
		 read_port_3 = 2;
		 read_port_4 = 3;
		 write_enable = 1;
		 read_enable = 1;
		 reset = 0;
		 #10;
		end
	always #5 clk <= ~clk;
endmodule
==> flow/run.sh <==
#!/bin/bash
# OpenROAD 26Q1-2900-gdf79404cd8, Yosys 0.63+post, stock flow scripts
make -C /OpenROAD-flow-scripts/flow DESIGN_CONFIG=/design/flow/config.mk WORK_HOME=/design/flow/orfs finish
==> flow/config.mk <==
export PLATFORM = sky130hd
export DESIGN_NAME = registerQ5
export DESIGN_NICKNAME = registerQ5
export VERILOG_FILES = /design/flow/design.v
export SDC_FILE = /design/flow/constraint.sdc
export NUM_CORES = 4
export LEC_CHECK = 1
export CORE_UTILIZATION = 30
==> flow/constraint.sdc <==
current_design registerQ5

set clk_period 15.7
set clk_io_pct 0.2

create_clock -name clk0 -period $clk_period [get_ports {clk}]

set non_clock_inputs [all_inputs -no_clocks]
set_input_delay [expr $clk_period * $clk_io_pct] -clock clk0 $non_clock_inputs
set_output_delay [expr $clk_period * $clk_io_pct] -clock clk0 [all_outputs]
==> results_slide.txt <==
Implementation Results

Die
  – Site Rows: 382
  – Die span in x: 1040 um
  – I/O pin cnt: 424
  – Initial core utilization: 0.301
  – Die Span Y: 1040 um

Outcome
  – Run status: stopped before the end
  – Failed at: global routing (5_1_grt)
  – Log Error: [ERROR GRT-0116] Global routing finished with congestion. Check the congestion regions in the DRC Viewer.

CTS
  – H-tree Lvls: 5
  – CTS Buf Count: 376
  – Post-CTS Setup Repair Bufs: 0
  – Sinks on the clock net: 2304
  – CTS Root Buffer Type: clkbuf_16
  – Hold Buf Count CTS: 0
  – Clock tree buffer depth: 5
  – Post-CTS resize count: 0

Placement
  – IO Port Bufs: 419
  – Detailed Place HPWL: 5130000 um
  – Dpl ws: 5.39 ns
  – Placed insts: 63100
  – GPL Wtd Cong: 1.70

Global route
  – GRT Residual Overflow: 330000
  – Largest net degree at the start of global routing: 110
  – Overall fraction of global-route tracks in use: 1.30
  – First-pass GRT wire length: 8940000 um
  – Vias in the first global route: 635000

Synth
  – Syn_area_per_cell: 6.64 um2
  – Unique cell types: 107
  – Count leader, synth: nand2_1
  – Cells in synth_stat.txt: 48900
  – Largest area contributor in the netlist: dfrtp_1
  – Cell area leaders: dfrtp_1, a22oi_1, nand2_1
  – Share of the synthesized area in the top cell type: 0.177
  – Post-synth EDFFs: 0
  – Post-Syn Area: 325000 um2
  – Synth flops: 2304
  – Yosys Chip Area: 325000 um2
  – Syn. warnings: 2
  – Synth async-reset ratio: 1.00
  – Top cells by count, synth: nand2_1, clkbuf_1, a22oi_1
  – Dominant flop cell: dfrtp_1
  – Post-synthesis instance total: 48900
  – Post-synth seq share: 0.177
## through the flow
| stage | cell area (um2) | power (mW) | hold WS [ns] |
|---|---|---|---|
| after CTS | 390000 | 41.7 | 0.522 |
| after detailed placement | 377000 | 31.9 | 0.504 |
| after global placement | 376000 | 32.3 | 0.504 |
| after floorplan | 325000 | 17.9 | 0.453 |
## routing by layer
metal,global-route usage,GRT overflow
met3,1.07,35200
met2,1.65,170000
met1,1.33,102000
met4,0.910,19700
met5,0.933,3447
## logic make-up after synthesis
group / count (synthesis) / share of synthesized area
and+or+nand+nor: 15400 / 0.223
buffers and inverters: 7462 / 0.0896
muxes: 744 / 0.0242
xor gates and xnor gates: 26 / 0.000701
DFF: 2304 / 0.177
AOI/OAI and AO/OA: 23000 / 0.485
Power is estimated from default activity; no workload was simulated.
