**design/flow/config.mk**
```make
export PLATFORM = sky130hd
export DESIGN_NAME = RISC18
export DESIGN_NICKNAME = RISC18
export VERILOG_FILES = /design/flow/design.v
export SDC_FILE = /design/flow/constraint.sdc
export NUM_CORES = 4
export LEC_CHECK = 1
export CORE_UTILIZATION = 40
```
**design/flow/constraint.sdc**
```tcl
current_design RISC18

set clk_period 16.2
set clk_io_pct 0.2

create_clock -name clk0 -period $clk_period [get_ports {clock}]

set non_clock_inputs [all_inputs -no_clocks]
set_input_delay [expr $clk_period * $clk_io_pct] -clock clk0 $non_clock_inputs
set_output_delay [expr $clk_period * $clk_io_pct] -clock clk0 [all_outputs]
```
**design/flow/design.v**
```verilog
module RISC18(
    input wire [63:0] PCin,
    input wire clock,
    input wire reset,
    output reg [15:0] ans,
    output reg [63:0] k
);
    reg [15:0] register [7:0];
    reg [63:0] storage; 
    integer PCIndex = 0;
    integer returnIndex = 0;
    reg [15:0] PC [3:0];
    localparam ADD = 4'b0000;
    localparam NDU = 4'b0010;
    localparam LW = 4'b0100;
    localparam SW = 4'b0101;
    localparam BEQ = 4'b0110;
    localparam JAL = 4'b1000;
    reg C, Z;
    always @(posedge clock or posedge reset) 
    begin
        if(reset) 
        begin
            PCIndex <= 0;
            register[0] <= 0;
            register[1] <= 1;
            register[2] <= 1;
            register[3] <= 0;
            register[4] <= 0;
            register[5] <= 0;
            register[6] <= 0;
            register[7] <= 0;
            PC[0] = PCin[63:48];
            PC[1] = PCin[47:32];
            PC[2] = PCin[31:16];
            PC[3] = PCin[15:0];
            ans <= 0;
            C <= 0;
            Z <= 0;
            storage <= 0; 
        end
        else
        begin
            case(PC[PCIndex][15:12])
                ADD:
                    begin
                        register[PC[PCIndex][11:9]] <= register[PC[PCIndex][8:6]] + register[PC[PCIndex][5:3]];
                        ans <= register[2];
                        C <= (register[PC[PCIndex][11:9]] < register[PC[PCIndex][8:6]]);
                        Z <= (register[PC[PCIndex][11:9]] == register[PC[PCIndex][8:6]]);
                        PCIndex <= PCIndex + 1;
                    end
                NDU:
                    begin
                        register[PC[PCIndex][11:9]] <= ~(register[PC[PCIndex][8:6]] & register[PC[PCIndex][5:3]]);
                        ans <= register[2];
                        C <= 0;  
                        Z <= (register[PC[PCIndex][11:9]] == 0);
                        PCIndex <= PCIndex + 1;
                    end
                LW:
                    begin
                        register[PC[PCIndex][11:9]] <= storage[PC[PCIndex][8:3]] + PC[PCIndex][5:0]; 
                        ans <= register[PC[PCIndex][11:9]];
                        C <= (register[PC[PCIndex][11:9]] < 0);
                        Z <= (register[PC[PCIndex][11:9]] == 0);
                        PCIndex <= PCIndex + 1;
                    end
                SW:
                    begin
                        storage[PC[PCIndex][8:3]] <= register[PC[PCIndex][11:9]]; 
                        C <= 0; 
                        Z <= 0; 
                        PCIndex <= PCIndex + 1;
                    end
                BEQ:
                    begin
                        if (register[PC[PCIndex][11:9]] == register[PC[PCIndex][8:6]])
                            PCIndex <= PCIndex + PC[PCIndex][5:0]; 
                        else
                            PCIndex <= PCIndex + 1;
                        C <= 0; 
                        Z <= (register[PC[PCIndex][11:9]] == register[PC[PCIndex][8:6]]);
                    end
                JAL:
                    begin
                        register[7] <= PCIndex + 1; 
                        PCIndex <= PCIndex + PC[PCIndex][8:0]; 
                        C <= 0; 
                        Z <= 0; 
                    end
                default:
                    begin
                        C <= 0;
                        Z <= 0;
                        PCIndex <= PCIndex + 1;
                    end
            endcase
        end
    end
endmodule
```
**design/flow/run.sh**
```bash
#!/bin/bash
# OpenROAD 26Q1-2900-gdf79404cd8, Yosys 0.63+post, stock flow scripts
make -C /OpenROAD-flow-scripts/flow DESIGN_CONFIG=/design/flow/config.mk WORK_HOME=/design/flow/orfs finish
```
==> qor.log <==
INFO  status         run_status=completed
INFO  sta            fin_setup_tns=0ps
INFO  synth          ys_chip_area=17010um2
INFO  floorplan      die_width=208.2um
INFO  cells_and_area final_area=19100um2
INFO  synth          ys_async_sr_fraction=0.7778
INFO  setup_path     max_stage_delay_on_crit_path=720ps
INFO  synth          synth.cell_area=17010um2
INFO  clock_tree     cts_max_level=1
INFO  global_route   globalRoute.totalOverflow=0
INFO  synth          yosys_most_used_dff=sky130_fd_sc_hd__dfrtp_1
INFO  synth          post_synth_ao_oa_area_fraction=0.2185
INFO  routing        route.detailed.vias_per_inst=6.058
INFO  setup_path     worstSetupStartpointType=register
INFO  clock_tree     cts-buffers-inserted=27
INFO  setup_path     critPathCaptureType=register
INFO  cells_and_area final_layout_top_logic_cell=sky130_fd_sc_hd__nand2_1
INFO  cells_and_area postLayoutCoreUtil=0.4554
INFO  sta            setup_viol=0
INFO  sta            post-route-period-util=0.4184
INFO  clock_tree     ctsResizeCount=0
INFO  placement      gpl.final_weighted_congestion=0.9952
INFO  sta            finClkSkew=20.65ps
INFO  sta            timing_worst_slew_pin_value=976.2ps
INFO  setup_path     critPathMaxFanout=38
INFO  synth          postSynthAreaPerCell=8.223um2
INFO  floorplan      die_area=43340um2
INFO  clock_tree     root_buffer=sky130_fd_sc_hd__clkbuf_16
INFO  synth          yosys-stat-cells=2068
INFO  synth          synthDistinctLibCells=77
INFO  synth          post_synth_xor_area_fraction=0.02884
INFO  global_route   grt_first_pass_wirelength=99750um
INFO  synth          numSynthFlops=288
INFO  sta            grt_setup_unrepaired=no
INFO  global_route   grt_pass1_vias=15536
INFO  sta            fin_worst_hold_slack=502.4ps
INFO  synth          simple_logic_cell_fraction_of_the_synthesized_area=0.1888
INFO  cells_and_area drive_gt1_frac=0.09764
INFO  clock_tree     clkLatencyLatePin=590ps
INFO  routing        num_vias=16115
INFO  global_route   grt_antenna_before_repair=1
INFO  setup_path     critical_path.slowest_cell=sky130_fd_sc_hd__mux2i_4
INFO  setup_path     criticalPathCategory=reg -> reg
INFO  routing        drt_iter0_markers=1793
INFO  synth          top_logic_kind=AND-OR/OR-AND gates
INFO  cells_and_area tally_of_filler_cells_in_the_layout=3992
INFO  placement      detailed_place.area=18160um2
INFO  sta            timing.final.max_slew_violations=0
INFO  clock_tree     ctsLongestPathBuffers=3
INFO  routing        drtAntennaViolNets=0
INFO  routing        wl_per_cell=24.57um
INFO  setup_path     critPathMostFrequentCell=sky130_fd_sc_hd__a21oi_1
INFO  placement      place.detailed.hpwl=44370um
INFO  synth          yosys_warnings=71
INFO  placement      numPortBuffers=81
INFO  cells_and_area synthToLayoutAreaGrowth=12.34%
INFO  floorplan      initial_utilization=0.4054
INFO  global_route   pin_count_of_the_biggest_net_entering_global_routing=85
INFO  routing        drt-total-wl=65360um
INFO  floorplan      rows=75
INFO  job            max_cap_viol_count=0
INFO  synth          mux_share=0.07865
INFO  clock_tree     cts_tree=built
INFO  sta            unclocked_regs=64
INFO  sta            final-hold-violation-count=0
INFO  synth          synth-edff-count=0
INFO  sta            crit_path_time_final=6778ps
INFO  sta            slew_headroom=0.3457
INFO  synth          fa_ha_area_frac=0.02546
INFO  clock_tree     post_cts.repair.setup_buffers=0
INFO  setup_path     worst_ep_arrival_time=7220ps
INFO  cells_and_area commonest_cells_after_routing_fill_and_taps_aside=sky130_fd_sc_hd__nand2_1 (326), sky130_fd_sc_hd__dfrtp_1 (222), sky130_fd_sc_hd__nor2_1 (199)
INFO  setup_path     path_buffers=5
INFO  global_route   grtUsageTotal=0.3148
INFO  sta            unconstrained_endpoints=64
INFO  setup_path     cp.required=16640ps
INFO  floorplan      core_area=41950um2
INFO  hold_path      hold_path_class=reg -> reg
INFO  job            log.warning_count=29
INFO  setup_path     critical-path-top-delay-family=AND-OR/OR-AND gates
INFO  floorplan      die_height=208.2um
INFO  routing        drt_drc_violations_left=0
INFO  synth          syn_inst=2068
INFO  sta            maxClockFrequency=0.1475GHz
INFO  floorplan      ioPinCount=146
INFO  clock_tree     path_clk_slew=60ps
INFO  setup_path     cp_cell_sequence=inv_1 > ha_1 > inv_1 > buf_4 > mux2i_4 > inv_2 > nor2_1 > nand2_1 > buf_4 > o21a_1 > ha_1 > a21o_1 > a21o_1 > a21oi_1 > o21bai_1 > a21oi_1 > o211a_1 > o21ai_0 > a31oi_1 > xnor2_1 > a21oi_1 > o21ai_0
INFO  routing        drt_pre_antenna_iters=7
INFO  clock_tree     cts_hold_repair.buffers=0
-- layer usage --
layer	share of wire	wire length, um	vias to the layer above	global-route usage
met4	0.047	3044	2	0.1249
met5	0.00012	8	-	0
met2	0.45	29150	775	0.4706
met1	0.41	26780	7808	0.4485
li1	-	-	7336	-
met3	0.097	6372	194	0.07887
-- cell usage after synthesis (all sizes together) (8+ instances only) --
library cell	number	area, um2
a222oi	10	100.1
o211ai	16	120.1
nor2	199	747.0
a22oi	33	247.7
xor2	17	148.9
xnor2	39	341.6
o221ai	12	105.1
nor3	29	155.2
a211oi	29	217.7
a21oi	156	788.3
nand3	95	488.0
o21a	9	67.56
nor2b	10	62.56
inv	41	153.9
a311oi	15	131.4
and2	10	62.56
clkbuf	87	326.6
mux2i	50	504.2
and3	28	175.2
mux2	74	833.3
a221oi	17	148.9
nand2	327	1230
o22a	8	70.07
dlxtp	64	960.9
o21ai	165	825.8
a21o	12	98.84
o22ai	20	125.1
buf	114	758.2
dfrtp	222	5555
nor4	9	71.32
ha	33	412.9
a31oi	23	150.1
nand4	13	81.33
-- cell families (layout without fill, tap and decap cells) --
kind of cell	Yosys count	count (layout)
and+or+nand+nor	738	738
AOI/OAI and AO/OA	583	583
buffers and inverters	244	233
DFF	224	224
muxes	124	124
latches	64	64
xor gates and xnor gates	56	56
adders and majority gates	34	34
other	1	65
-- sequential cells by signal, summed over array words and instances (netlist names) --
signal / cells
PCIndex: 16
storage: 64
PC: 64
register: 128
ans: 16
-- through the flow --
stage / instances / setup WS [ps]
2_1_floorplan: 2131 / 6829
3_3_place_gp: 2610 / 9621
3_5_place_dp: 2610 / 9604
4_1_cts: 2659 / 9549
5_1_grt: 2659 / 9000
6_report: 2660 / 9422
-- layout make-up --
type,instances,area [um2],area share
clock inverter,8,135.1,0.007074
antenna,1,2.502,0.0001310
tap,539,674.4,0.03530
clock buffer,41,808.3,0.04231
multi-input combinational,1599,9489,0.4967
sequential,288,6569,0.3439
inverter,43,168.9,0.008842
timing repair buffer,141,1256,0.06576
-- worst reg2reg max path: cells and delay by family (launching register included) --
family | cells | cell delay [ps]
flip-flops | 1 | 480
XOR/XNOR | 1 | 130
multiplexers | 1 | 740
AND-OR/OR-AND | 11 | 2610
adder cells (fa/ha/maj) | 2 | 760
AND/OR/NAND/NOR | 2 | 680
buffers and inverters | 5 | 1250
-- final timing paths --
| check | cells after the start | slack (ps) | startpoint | to |
|---|---|---|---|---|
| setup reg to reg | 22 | 9420 | PCIndex[0]$_DFF_PP0_ | register[0][14]$_DFFE_PP0P_ |
| max in group asynchronous | 5 | 11270 | reset | register[6][13]$_DFFE_PP0P_ |
| hold / removal | 1 | 500 | storage[11]$_DFFE_PP0N_ | storage[11]$_DFFE_PP0N_ |
| hold reg to reg | 1 | 500 | storage[11]$_DFFE_PP0N_ | storage[11]$_DFFE_PP0N_ |
| min in group asynchronous | 3 | 3070 | reset | PCIndex[1]$_DFF_PP0_ |
| setup / recovery | 22 | 9420 | PCIndex[0]$_DFF_PP0_ | register[0][14]$_DFFE_PP0P_ |
